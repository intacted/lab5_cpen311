**flow/config.mk**
```make
export PLATFORM = sky130hd
export DESIGN_NAME = lfsr_generic
export DESIGN_NICKNAME = lfsr_generic
export VERILOG_FILES = /design/flow/design.v
export SDC_FILE = /design/flow/constraint.sdc
export NUM_CORES = 4
export LEC_CHECK = 1
export CORE_AREA = 10 10 70 70
export DIE_AREA = 0 0 80 80
```
**flow/constraint.sdc**
```tcl
current_design lfsr_generic

set clk_period 1.0
set clk_io_pct 0.2

create_clock -name clk0 -period $clk_period [get_ports {clk}]

set non_clock_inputs [all_inputs -no_clocks]
set_input_delay [expr $clk_period * $clk_io_pct] -clock clk0 $non_clock_inputs
set_output_delay [expr $clk_period * $clk_io_pct] -clock clk0 [all_outputs]
```
**flow/run.sh**
```bash
#!/bin/bash
# OpenROAD 26Q1-2900-gdf79404cd8, Yosys 0.63+post, stock flow scripts
make -C /OpenROAD-flow-scripts/flow DESIGN_CONFIG=/design/flow/config.mk WORK_HOME=/design/flow/orfs finish
```
**flow/design.v**
```verilog
module FDC
	#(parameter N = 4) 
	(input logic clk,
	 input logic reset,
	 input logic [N-1:0] d,
	 output logic [N-1:0] q);
	always_ff @(posedge clk, posedge reset)
		if (reset) q <= 0;
		else q <= d;
endmodule
module lfsr_generic
	#(parameter N = 5) 
	(
		input clk,
		input reset,
		output logic [N-1:0] q
	 );
	reg [N-1:0] lfsr_reg0;
	wire [N-1:0] lfsr_wire;
	parameter [N-1:0] lfsr_init = {{N-2{1'b0}}, {{1'b1}}, {{1'b0}}};
	wire feedback; 
	logic reset_lfsr, reset_ff;
	assign feedback = lfsr_reg0[0] ^ lfsr_reg0[2];
	assign lfsr_wire = reset_lfsr ? lfsr_init : lfsr_reg0;
	assign q = lfsr_reg0;
	genvar i;
	generate
		for (i = N-1; i > 0; i--) begin : flip_flops
			FDC #(1) ff
			(
				.clk(clk),
				.reset(reset_ff),
				.d(lfsr_wire[i]),
				.q(lfsr_reg0[i-1])
			);
		end
	endgenerate
	FDC #(1) ff_last 
	(
		.clk(clk),
		.reset(reset_ff),
		.d(feedback),
		.q(lfsr_reg0[N-1])
	);
	enum int unsigned { 
		START = 0,
		ENABLE_FF = 1,
		RUN = 2
	} state, next_state;
	always_comb begin : next_state_logic 
	next_state = START;
		case(state)
				START: next_state = ENABLE_FF;
				ENABLE_FF: next_state = RUN;
				RUN: next_state = RUN;
			default: next_state = START;
		endcase
	end
	always_ff@(posedge clk or negedge reset) begin : internal_reset_handler
		if(!reset)
		begin
			state <= ENABLE_FF;
			reset_lfsr <= 1'b1;
			reset_ff <= 1'b1;
		end
		else
		begin
			case(state)
				START:
				begin
					reset_lfsr <= 1'b1;
					reset_ff <= 1'b1;
				end
				ENABLE_FF:
				begin
					reset_lfsr <= 1'b1;
					reset_ff <= 1'b0;
				end
				RUN:
				begin
					reset_lfsr <= 1'b0;
					reset_ff <= 1'b0;
				end
				default:
				begin
					reset_lfsr <= 1'b1;
					reset_ff <= 1'b1;
				end
			endcase
			state <= next_state;
		end
	end
endmodule
```
==> flow_results.xml <==
<?xml version="1.0" encoding="UTF-8"?>
<metrics>
  <group name="layout">
    <metric name="fraction_of_layout_instances_using_a_drive_strength_above_1" unit="%">47.1</metric>
    <metric name="area.growth.synth_to_final" unit="%">37.0</metric>
  </group>
  <group name="detailed_routing">
    <metric name="routed_wire_length_per_instance" unit="um">5.65</metric>
    <metric name="ant_nets" unit="">0</metric>
    <metric name="drc" unit="">0</metric>
    <metric name="wl_met3" unit="um">143</metric>
    <metric name="drt-pass1-iter-count" unit="">1</metric>
    <metric name="num_vias" unit="">166</metric>
    <metric name="num_antenna_cells" unit="">0</metric>
    <metric name="postRouteWirelength" unit="um">452</metric>
    <metric name="met2_length" unit="um">119</metric>
    <metric name="top_layer_used" unit="">met3</metric>
    <metric name="met1Wirelength" unit="um">189</metric>
    <metric name="detail_route.vias_per_cell" unit="">2.08</metric>
    <metric name="detailedRoute.firstIterationViolations" unit="">0</metric>
  </group>
  <group name="floorplan">
    <metric name="core" unit="um^2">3420</metric>
    <metric name="ioPinCount" unit="">7</metric>
    <metric name="die_height" unit="um">80</metric>
    <metric name="row_count" unit="">21</metric>
    <metric name="floorplan.core_util" unit="%">9.41</metric>
    <metric name="chipArea" unit="um^2">6400</metric>
    <metric name="die.size.x" unit="um">80</metric>
  </group>
  <group name="synthesis">
    <metric name="syn_avg_cell_area" unit="um^2">13.4</metric>
    <metric name="yosys-dominant-comb-family" unit="">buffers and inverters</metric>
    <metric name="yosys_area" unit="um^2">322</metric>
    <metric name="synth-xor-area-share" unit="%">2.72</metric>
    <metric name="synth_cell_types" unit="">9</metric>
    <metric name="synthCells" unit="">24</metric>
    <metric name="synth_area_in_compound_gates" unit="%">0</metric>
    <metric name="muxShareOfSynthArea" unit="%">0</metric>
    <metric name="adder_share" unit="%">0</metric>
    <metric name="synthesis.yosys.warnings" unit="">2</metric>
    <metric name="yosysSeqAreaShare" unit="%">71.2</metric>
    <metric name="yosys_cells" unit="">24</metric>
    <metric name="synthesis.area" unit="um^2">322</metric>
    <metric name="synthSimpleGateAreaFrac" unit="%">10.9</metric>
    <metric name="synth-seq-cells" unit="">9</metric>
  </group>
  <group name="final_timing">
    <metric name="finClkSkew" unit="ns">0.000530</metric>
    <metric name="hold_violations" unit="">0</metric>
    <metric name="rsz0062_at_grt" unit="">false</metric>
    <metric name="postLayoutSetupSlackWorst" unit="ns">0.0627</metric>
    <metric name="achievable-frequency" unit="GHz">1.07</metric>
    <metric name="period_needed" unit="ns">0.937</metric>
    <metric name="slew_viol_final" unit="">0</metric>
    <metric name="setup-violations-final" unit="">0</metric>
    <metric name="fin_setup_tns" unit="ns">0</metric>
    <metric name="post-route-period-util" unit="%">93.7</metric>
    <metric name="final.hold.worst_slack" unit="ns">0.138</metric>
  </group>
  <group name="clock_tree">
    <metric name="clkTransAtPathRegs" unit="ns">0.06</metric>
    <metric name="cts_made_buffers" unit="">3</metric>
    <metric name="cts_root_buf" unit="">sky130_fd_sc_hd__clkbuf_4</metric>
    <metric name="ctsHtreeMaxLevel" unit="">1</metric>
    <metric name="clk_latency" unit="ns">0.25</metric>
    <metric name="tritoncts" unit="">done</metric>
    <metric name="clk_path_buf_depth" unit="">2</metric>
    <metric name="tritoncts_num_sinks" unit="">9</metric>
  </group>
  <group name="hold_path">
    <metric name="worst_hold_path_type" unit="">reg -&gt; async</metric>
  </group>
  <group name="worst_setup_path">
    <metric name="reg2reg_depth" unit="">2</metric>
    <metric name="cp-end-kind" unit="">output port</metric>
    <metric name="critical-path-max-stage-delay" unit="ns">0.37</metric>
    <metric name="critPathMaxFanout" unit="">2</metric>
    <metric name="critical_path_depth" unit="">1</metric>
    <metric name="startpoint_type" unit="">register</metric>
    <metric name="critPathBufInv" unit="">1</metric>
    <metric name="critical_path_required" unit="ns">0.80</metric>
    <metric name="critical_path_class" unit="">reg -&gt; out</metric>
    <metric name="timing.critical_path.max_delay_family" unit="">flip-flops</metric>
    <metric name="critical_path.cell_chain" unit="">buf_2</metric>
    <metric name="arrival" unit="ns">0.74</metric>
    <metric name="slowest_stage" unit="">sky130_fd_sc_hd__dfrtp_1</metric>
  </group>
  <group name="global_route">
    <metric name="grt_overflow_total" unit="">0</metric>
    <metric name="initial_antenna_violation_count" unit="">0</metric>
    <metric name="grt_pass1_wl" unit="um">710</metric>
    <metric name="all_layer_gr_usage" unit="%">1.59</metric>
    <metric name="grt_pass1_vias" unit="">170</metric>
    <metric name="grt_start_max_net_pins" unit="">6</metric>
  </group>
  <group name="run">
    <metric name="cap_violations" unit="">0</metric>
    <metric name="warnings" unit="">25</metric>
  </group>
  <group name="placed_design">
    <metric name="gp_routability_congestion" unit="">0.616</metric>
    <metric name="port_buffer_count" unit="">6</metric>
    <metric name="post-place-ws" unit="ns">0.00409</metric>
  </group>
  <group name="power_and_ir_drop">
    <metric name="power" unit="uW">1120</metric>
    <metric name="power_per_cell_area" unit="nW/um^2">2530</metric>
    <metric name="worst_ir_drop_vdd" unit="V">0.000438</metric>
    <metric name="p_leak" unit="uW">0.000186</metric>
  </group>
  <group name="run_status">
    <metric name="run_status" unit="">complete, no violations</metric>
  </group>
</metrics>
==> cell usage after synthesis <==
cell type / instances / area share [%]
sky130_fd_sc_hd__nor2b_1: 3 / 5.8
sky130_fd_sc_hd__dfstp_2: 3 / 25
sky130_fd_sc_hd__conb_1: 1 / 1.2
sky130_fd_sc_hd__nor2_1: 1 / 1.2
sky130_fd_sc_hd__buf_4: 5 / 12
sky130_fd_sc_hd__xor2_1: 1 / 2.7
sky130_fd_sc_hd__or2_1: 2 / 3.9
sky130_fd_sc_hd__dfrtp_1: 6 / 47
sky130_fd_sc_hd__inv_1: 2 / 2.3
==> worst reg2reg max path: stages (launching register included) <==
cell	delay, ns
sky130_fd_sc_hd__dfrtp_1	0.37
sky130_fd_sc_hd__buf_4	0.13
sky130_fd_sc_hd__or2_1	0.19
==> cells in the final DEF, fill, tap and decap left out <==
master / count
sky130_fd_sc_hd__inv_1: 2
sky130_fd_sc_hd__xor2_1: 1
sky130_fd_sc_hd__dfrtp_1: 6
sky130_fd_sc_hd__clkdlybuf4s50_1: 1
sky130_fd_sc_hd__buf_4: 5
sky130_fd_sc_hd__buf_2: 5
sky130_fd_sc_hd__or2_1: 2
sky130_fd_sc_hd__nor2_1: 1
sky130_fd_sc_hd__conb_1: 1
sky130_fd_sc_hd__nor2b_1: 3
sky130_fd_sc_hd__clkbuf_1: 1
sky130_fd_sc_hd__dfstp_2: 3
sky130_fd_sc_hd__clkbuf_4: 3
==> metrics by stage <==
step / cells / util (%) / area (um^2)
CTS: 80 / 12.9 / 440
finish: 80 / 12.9 / 440
detailed placement: 73 / 12.2 / 417
global placement: 73 / 12.2 / 417
global route: 80 / 12.9 / 440
floorplan: 24 / - / 322
==> cell families after synthesis <==
kind of cell,after synthesis
simple gates,6
other cells,1
flops,9
xor+xnor,1
buf+inv,7
==> metal layers <==
| metal | up-vias | track usage, % |
|---|---|---|
| met3 | 0 | 2.95 |
| met2 | 10 | 1.44 |
| li1 | 83 | - |
| met5 | - | 0 |
| met4 | 0 | 0.176 |
| met1 | 73 | 1.56 |
==> power by group <==
part	leakage [uW]	switching (uW)	internal, uW
logic	0.0000793	86.3	240
clock network	0.0000150	117	153
registers	0.0000922	42.1	477
total	0.000186	245	870
==> sequential cells by signal, summed over array words and instances (netlist names) <==
register         count
reset_ff             1
reset_lfsr           1
flip_flops.ff.q      4
state                2
ff_last.q            1
==> layout make-up <==
| type | count | area (um^2) |
|---|---|---|
| timing repair buffer | 11 | 72.6 |
| multi-input combinational | 8 | 47.5 |
| fill | 388 | 2980 |
| inverter | 2 | 7.51 |
| tap | 46 | 57.6 |
| sequential | 9 | 229 |
| clock buffer | 4 | 26.3 |
==> timing repair <==
| item | in CTS | in global routing |
|---|---|---|
| buffers inserted | 3 | 0 |
| setup endpoints to repair | 5 | 0 |
| hold buffers | 0 | 0 |
| resized | 15 | 0 |
==> path summary, 6_finish.rpt <==
path,start,end,slack [ns]
setup / recovery,flip_flops[3].ff.q,q[2],0.06
hold / removal,reset_ff,ff_last.q,0.14
setup reg to reg,flip_flops[2].ff.q,flip_flops[1].ff.q,0.20
hold reg to reg,reset_ff,ff_last.q,0.14
max in group asynchronous,reset,reset_lfsr,0.62
min in group clk0,state[1],reset_lfsr,0.41
Power and IR drop assume default switching activity.
